--- flow/config.mk ---
export PLATFORM = sky130hd
export DESIGN_NAME = PatternDetector
export DESIGN_NICKNAME = PatternDetector
export VERILOG_FILES = /design/flow/design.v
export SDC_FILE = /design/flow/constraint.sdc
export NUM_CORES = 4
export LEC_CHECK = 1
export CORE_AREA = 10 10 70 70
export DIE_AREA = 0 0 80 80
--- flow/constraint.sdc ---
current_design PatternDetector

set clk_period 2.5
set clk_io_pct 0.2

create_clock -name clk0 -period $clk_period [get_ports {clk}]

set non_clock_inputs [all_inputs -no_clocks]
set_input_delay [expr $clk_period * $clk_io_pct] -clock clk0 $non_clock_inputs
set_output_delay [expr $clk_period * $clk_io_pct] -clock clk0 [all_outputs]
--- flow/design.v ---
`timescale 1ns/1ns
module PatternDetector (input [7:0] data, input reset_sync, input clk, input ack, output logic found_pattern);							
parameter init= 3'd0,     
			 s_b=3'd1,		 
			 s_o=3'd2,		 
			 s_a=3'd3,		 
			 s_bl=3'd4,		 
			 s_bh=3'd5;	    
logic [2:0] cs, ns;
always @ (posedge clk)                 begin
	if(reset_sync) begin cs<=init; end
	else begin cs<=ns; end	            end
always @ (data) begin
	case(cs) 
	init: begin	if ((data==98) & (ack==0)) begin ns<= s_b; end
					else begin ns <= init; end
			end
	s_b: begin
					if (data==111) begin ns<= s_o; end  
					else if (data==98) begin ns<= s_b; end  
					else begin ns <= init; end  
			end
	s_o: begin
					if (data==97) begin ns<= s_a; end
					else if (data==98) begin ns<= s_b; end
					else begin ns <= init; end
			end
	s_a: begin  if ((data==98) && (ack==0)) begin 
					ns<= s_bl;	end
					else if ((data==98) && (ack==1)) begin
					ns<= s_bh; 					
					end					
					else begin ns <= init; end
			end 
	s_bl: begin if (ack==1) begin ns<= init; end
					else begin ns <= s_bl; end
			end
	s_bh: begin if (ack==0) begin ns<= init; end
					else begin ns <= s_bh; end
			end 			endcase 			end	
always @(posedge clk) begin
	case(ns) 
	init: begin  found_pattern <=0;	
			end
	s_b: begin   found_pattern <=0;	
			end
	s_o: begin   found_pattern <=0;	
			end
	s_a: begin  found_pattern <=0; 	
			end 
	s_bl: begin   if (data!=98) begin found_pattern <=1; end
			else 	begin found_pattern <=0; end
			end
	s_bh: begin  if (data!=98) begin found_pattern <=1; end
			else 	begin found_pattern <=0; end
			end
	endcase
end
endmodule
--- flow/run.sh ---
#!/bin/bash
# OpenROAD 26Q1-2900-gdf79404cd8, Yosys 0.63+post, stock flow scripts
make -C /OpenROAD-flow-scripts/flow DESIGN_CONFIG=/design/flow/config.mk WORK_HOME=/design/flow/orfs finish
==> run summary <==
total wire length = 885 µm
Non-Filler Instances = 100
most frequent cells in the layout = clkdlybuf4s50_1 (11), nor2b_1 (5), clkbuf_4 (3), dfxtp_1 (3), dlxtn_1 (3)
Root Driver = clkbuf_4
CTS clock-pin slew for the worst setup and hold paths = 0.04 ns
total grt overflow = 0
max_cap viols = 0
Final ANT Viol Nets = 0
Rows = 21
number of synthesized register bits = 7
H-tree depth = 1
Initial DRC Count = 13
hold_buf cts = 0
setup violators final = 0
Worst-Margin Slew = 0.247 ns
endpoints left unconstrained = 4
critical path's largest stage delay = 0.47 ns
stage-log warning count = 25
vias post-DR = 334
Synth top area share = 0.159
Die Y = 80 µm
power density cells = 327 nW/µm²
vias in the first global route = 323
yosys cell count = 39
Final Hold Viols = 0
buffers plus inverters on the worst setup path = 1
Syn Std Cell Area = 378 µm²
Avg WL per Cell = 8.85 µm
area delta synth->final = 51.3%
postcts setup bufs = 0
Distinct cells, synth = 25
Commonest Layout Cell = clkdlybuf4s50_1
GR Util All Layers = 0.0288
TritonCTS clock tree = yes
Max Buffers Root-to-Sink = 2
die area = 6400 µm²
first-pass GRT wire length = 1450 µm
io pins = 12
Tmin final = 1.52 ns
min-delay worst type = input port to register
post-DR vias/cell = 3.34
Die Wd = 80 µm
Startpoint Class = register
Post-synth EDFFs = 1
yosys stat chip area = 378 µm²
Post-synth ARST share = 0
Max Fclk = 657 MHz
CP max FO = 1
Ant. Diodes = 0
Top area cell types = dfxtp_1 (16%), dlxtn_1 (12%), nor2b_1 (8.3%)
hold depth = 2
layout cells sized above 1 = 0.0926
Num CTS Buffers = 3
Mapped Cells = 39
number of cells on the critical path = 1
cell family with most CP delay = buffers and inverters
# fillers = 396
RSZ-0062 raised after global routing = no
Fin Setup TNS = 0 ns
CP cell instances = clkdlybuf4s50_1
largest net degree at the start of global routing = 8
synth warn = 1
TritonRoute pass-1 iters = 3
critical path class = register to output pin
Core Area = 3420 µm²
Pre-Place Util = 0.111
HPWL after DPL = 749 µm
slew margin rel. = 0.833
arrival time worst endpoint = 1.02 ns
Crit-path slowest cell = clkdlybuf4s50_1
Crit. End Element = output pin
maximum VDD drop = 0.0917 mV
required time worst endpoint = 2.00 ns
P_leak = 0.000185 µW
initial antenna violation count = 0
Placer Congestion = 0.718
status = completed
port buffer count = 11
Top FF cell, synth = dlxtn_1
CTS resizes = 0
final tally of max-slew violations = 0
Yosys top cell by area = dfxtp_1
DRC = 0
Period Utilization, post-route = 0.609
synthesized area per cell = 9.69 µm²
count of unclocked register or latch pins = 3
Placed Cells incl. Taps = 96
-- report_power, final --
part           total (µW)  leakage, µW  switching (µW)  internal [µW]
clock                90.8    0.0000150            30.6           60.2
combinational        30.0     0.000111            10.9           19.1
sequential           66.3    0.0000594         0.00257           66.3
total                 187     0.000185            41.5            146
-- layer usage --
| layer | global-route usage | routed length (µm) | up-vias |
|---|---|---|---|
| met5 | 0 | 0 | - |
| met4 | 0.00176 | 0 | 0 |
| met3 | 0.0182 | 64 | 0 |
| met2 | 0.0337 | 334 | 9 |
| met1 | 0.0436 | 486 | 148 |
| li1 | - | - | 177 |
-- metrics by stage --
stage                     cell area (µm²)   util  power [µW]  setup slack, ns  hold WS (ns)
after floorplan                       378      -        75.4             1.20         0.572
after CTS                             572  0.167         192            0.953         0.856
after global routing                  572  0.167         198            0.927         0.875
final                                 572  0.167         187            0.978         0.861
after detailed placement              546  0.160        97.3            0.732          1.12
after global placement                546  0.160        97.0            0.737          1.11
-- registers in the layout, indices dropped and copies added, names as in the netlist --
name,flops
cs,3
found_pattern,1
ns,3
-- cells by family (layout without fill, tap and decap cells) --
logic type / after synthesis / after routing / synth area share
AND/OR/NAND/NOR: 21 / 21 / 0.430
buffers and inverters: 2 / 17 / 0.0199
adder cells (fa/ha/maj): 1 / 1 / 0.0331
XOR/XNOR: 2 / 2 / 0.0464
AND-OR/OR-AND: 6 / 6 / 0.113
flip-flops: 4 / 4 / 0.238
latches: 3 / 3 / 0.119
-- final timing paths --
kind,from,end,slack [ns]
worst min-delay path,reset_sync,cs[2],0.86
worst max-delay path,found_pattern,found_pattern,0.98
-- cell type report --
class / count / area (µm²) / area share
clock buffer: 4 / 26.3 / 0.0460
tap: 46 / 57.6 / 0.101
timing repair buffer: 11 / 110 / 0.193
multi-input combinational: 30 / 235 / 0.411
sequential: 7 / 135 / 0.236
inverter: 2 / 7.51 / 0.0131
-- cell usage after synthesis, types with 2 or more instances --
cell type,instances
dfxtp_1,3
nand3b_1,2
nor2_1,2
nor2b_1,5
xnor2_1,2
nand3_1,2
nand4_1,2
inv_1,2
dlxtn_1,3
Power figures rest on the tool's default switching activity, not on a simulated workload.
